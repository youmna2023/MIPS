$ cat flow/run.sh
#!/bin/bash
# OpenROAD 26Q1-2900-gdf79404cd8, Yosys 0.63+post, stock flow scripts
make -C /OpenROAD-flow-scripts/flow DESIGN_CONFIG=/design/flow/config.mk WORK_HOME=/design/flow/orfs finish
$ cat flow/config.mk
export PLATFORM = sky130hd
export DESIGN_NAME = register_file
export DESIGN_NICKNAME = register_file
export VERILOG_FILES = /design/flow/design.v
export SDC_FILE = /design/flow/constraint.sdc
export NUM_CORES = 4
export LEC_CHECK = 1
export CORE_UTILIZATION = 40
$ cat flow/constraint.sdc
current_design register_file

set clk_period 8.5
set clk_io_pct 0.2

create_clock -name clk0 -period $clk_period [get_ports {clk}]

set non_clock_inputs [all_inputs -no_clocks]
set_input_delay [expr $clk_period * $clk_io_pct] -clock clk0 $non_clock_inputs
set_output_delay [expr $clk_period * $clk_io_pct] -clock clk0 [all_outputs]
$ cat flow/design.v
module register_file (A1, A2, A3, RD1, RD2, WD3, WE3, clk);
	input [4:0] A1, A2, A3;
	input [31:0] WD3;
	input clk, WE3;
	output [31:0] RD1, RD2;
	reg [31:0] regfile [31:0];
	initial
	begin
	  regfile[0]=32'b0;
	end
	assign RD1 = regfile[A1];
	assign RD2 = regfile[A2];
	always @(posedge clk ) 
	begin
		if (WE3 == 1'b1) regfile[A3] = WD3;
	end
endmodule 
==> job_summary.md <==
## Implementation flow summary

| Metric | Value |
|---|---|
| Main flop type | edfxtp_1 |
| Tmin final | between 6000 and 7000 ps |
| Status | finished clean |
| Switching share of power | 0.2297 |
| Vias in the first global route | 31,540 |
| Synth top cells by count | 1,024 x edfxtp_1, 1,024 x mux2i_1, 195 x nand2_1, 194 x nand3_1 |
| Combinational power share | 0.093 |
| CTS tree | built |
| Initial antenna violation count | 5 |
| GRT Total Usage | 0.2660 |
| Cell taking the most area after synthesis | edfxtp_1 |
| Worst-path clk slew | 60 ps |
| Routability cong. | 0.8802 |
| Worst Max-Slew Pin Slew | between 800 and 900 ps |
| Cell chosen for the clock root | clkbuf_16 |
| Pleak | 20.15 nW |
| Antenna diode count | 0 |
| Crit path DRT | 6800 ps |
| HP Start | WD3[18] |
| Row Count | 127 |
| Setup violations, final | 0 |
| Die Span Y | ~350 um |
| Final Cell Area | 0.05519 mm^2 |
| TritonRoute pass-1 iters | 7 |
| CORE AREA | 0.1204 mm^2 |
| Drt drc | 0 |
| Die area | 0.1234 mm^2 |
| Slew HR | 0.4249 |
| FFs w/ async S/R, synth | 0 |
| Post-Syn Area | ~0.049 mm^2 |
| Number of CTS-inserted buffers | 105 |
| Seq share, synth | 0.6303 |
| Post-Syn Area per Cell | ~14 um^2 |
| Setup crit end kind | output pin |
| Max Cap Viol | 0 |
| Crit Path Max Fanout | 33 |
| Yosys synthesis chip area | between 0.04 and 0.05 mm^2 |
| Clk buf depth | 3 |
| Cells in synth_stat.txt | between 3,000 and 4,000 |
| Share of layout cells above drive strength 1 | 0.09022 |
| Yosys warns | 1 |
| Cts hold-fix bufs | 0 |
| Sw power | 0.002566 W |
| CTS resizes | 0 |
| Max reg flops | 1,024 |
| Fin crit share | 0.7754 |
| Seq pwr share | 0.505 |
| Post-CTS setup buffer count | 0 |
| Tool warnings | 26 |
| Die Span X | approximately 350 um |
| Data arrival, critical path | 4890 ps |
| Distinct lib cells | 23 |
| Max Fclk | 151.7 MHz |
| VDD IR-drop max | 0.0001710 V |
| Synth top area share | 0.6303 |
| Layout Cells excl Fill | roughly 5,200 |
| # port buffers | ~110 |
| Biggest area cells | edfxtp_1 63%, mux2i_1 21%, a22oi_1 3.0% |
| Max-slew violation count | 0 |
| # IOs | 113 |
| H-tree Lvls | 3 |
| Vias post-DR | ~31,000 |
| Fillcell total | ~10,000 |
| Sum of negative setup slack | 0 ps |
| Area growth syn-to-layout | 13.11% |
| Synth Register Bits | 1,024 |
| Post-synth EDFFs | 1,024 |
| Wire length per cell | between 20 and 30 um |
| Internal | approximately 0.0086 W |
| Sink Count | 1,024 |
| First-pass GRT wire length | 217,800 um |
| Vias per inst | 5.964 |
| Initial DRC count | 2,019 |
| CP startpoint kind | primary input |
| Power Dens Cells | 202.4 mW/mm^2 |
| Clock power share | 0.402 |
| Final antenna-violating net count | 0 |
| Largest net degree at the start of global routing | 96 |
| Dpl cell area | approximately 0.052 mm^2 |
| Critical path startpoint | A2[2] |
| Total congestion overflow | 0 |
| Final Hold Vio Count | 0 |
| Placed cells | 4,989 |
| Core Density at Floorplan | 0.4051 |
| Post-Syn Instances | roughly 3,400 |
| Worst hold path class | in -> reg |
| Overall routed net length | roughly 150,000 um |
| Post-DP HPWL | 85,210 um |
| WS Path Type | in -> out |
| RSZ-0062 raised after global routing | false |
[routing by layer]
| layer | vias up | track usage | share of wire |
|---|---|---|---|
| met1 | 15290 | 0.3297 | 0.35 |
| li1 | 13590 | - | - |
| met4 | 12 | 0.07684 | 0.036 |
| met5 | - | 0.01217 | 0.0017 |
| met3 | 326 | 0.1521 | 0.14 |
| met2 | 1681 | 0.4071 | 0.47 |
[through the flow]
| step | setup slack, ps | hold WS, ps | utilization | power [W] |
|---|---|---|---|---|
| floorplan | 4041 | 1799 | - | 0.006326 |
| CTS | 1927 | 1805 | 0.4582 | 0.01123 |
| global route | 1833 | 1852 | 0.4582 | 0.01147 |
| detailed placement | 1930 | 2535 | 0.4307 | 0.006780 |
| global placement | 1963 | 2532 | 0.4307 | 0.006778 |
| finish | 1909 | 1842 | 0.4582 | 0.01117 |
[cell type report]
class	count	area (um^2)	share of cell area
flip-flops and latches	1024	30750	0.5572
multi-input cells	2109	16780	0.3040
clock buffers	131	2810	0.05092
repair buffers	244	2335	0.04231
well taps	1612	2017	0.03655
clock inverters	61	496.7	0.009001
[kinds of logic after synthesis]
group	synth area share
muxes	0.2101
DFF	0.6303
AOI/OAI and AO/OA	0.08042
and+or+nand+nor	0.04714
buffers and inverters	0.03211
[final timing paths]
| check | to | cells after the start |
|---|---|---|
| hold / removal | regfile[8][18] | 2 |
| setup / recovery | RD2[11] | 8 |
[cell usage in the layout (no fill, tap or decap)]
master	count
nor2_4	34
or3b_2	3
mux2i_1	1024
nor3_1	64
edfxtp_1	1024
a31oi_1	64
clkinv_1	33
or3_1	1
nand2b_2	4
buf_4	115
buf_8	2
nor2_1	1
bufinv_16	9
a22o_1	128
nand3_1	194
a21oi_1	192
clkdlybuf4s50_1	110
inv_6	2
clkbuf_1	22
nand3b_1	5
nor2b_4	4
clkbuf_16	109
nand2_2	2
clkinv_2	17
and2_4	2
or2_2	2
buf_12	17
nand2_1	193
a22oi_1	192
[power by group through the flow]
stage         clock network, W  logic [W]  registers, W
CTS                    0.00455    0.00103       0.00564
global route           0.00473    0.00110       0.00565
finish                 0.00449    0.00104       0.00564
[critical path, cell delays in order]
cell,delay (ps)
clkdlybuf4s50_1,620
nor2b_4,610
buf_4,600
a22o_1,240
nor3_1,60
a31oi_1,280
nand3_1,170
clkdlybuf4s50_1,570
Power and IR drop assume default switching activity.
