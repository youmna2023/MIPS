==> flow/design.v <==
module alu
(
input [31:0] srcA , srcB,
input [2:0] alucontrol,
output reg [31:0] aluresult,
output reg zero
);
always @(*) begin
  case (alucontrol)
   3'b010: aluresult <= srcA + srcB;  
   3'b110: aluresult <= srcA + (~srcB) + 1;  
   3'b000: aluresult <= srcA & srcB;  
   3'b001: aluresult <= srcA | srcB;  
         3'b111: aluresult <=((srcA[31] != srcB[31]) && srcA<srcB ) ? 1 : 0;  
   default: aluresult <=0;
     endcase
end
always @(aluresult) begin
if(aluresult==0)
    begin
        zero<=1;
    end
else begin
        zero<=0;
end
end
endmodule
module alu_tb;
reg [31:0] srcA,srcB;
reg [2:0] alucontrol;
wire [31:0] aluresult;
wire zero;
alu dut(.srcA(srcA),.srcB(srcB),.alucontrol(alucontrol),.aluresult(aluresult),.zero(zero));
initial 
begin 
#5 srcA=32'b0001_1000_0100_1111_0000_0001_0100_0010;srcB=32'b0001_0010_0101_1001_0001_0001_0011_0000; alucontrol=010; 
#5 srcA=32'b0011_1010_0101_1001_0001_0011_0101_0100;srcB=32'b0001_0010_0111_1001_0001_0101_0011_0100; alucontrol=000;
#5 srcA=32'b0001_1000_0100_1111_0000_0001_0100_0010;srcB=32'b0001_0010_0101_1001_0001_0001_0011_0000; alucontrol=100;
#5 srcA=32'b0001_1000_0100_1111_0000_0001_0100_0010;srcB=32'b0001_0010_0101_1001_0001_0001_0011_0000; alucontrol=001;
end
initial 
begin 
$monitor("time=%g, srcA=%b, srcB=%b, alucontrol=%b, aluresult=%b, zero=%b",$time,srcA,srcB,alucontrol,aluresult,zero);
end 
endmodule
==> flow/run.sh <==
#!/bin/bash
# OpenROAD 26Q1-2900-gdf79404cd8, Yosys 0.63+post, stock flow scripts
make -C /OpenROAD-flow-scripts/flow DESIGN_CONFIG=/design/flow/config.mk WORK_HOME=/design/flow/orfs finish
==> flow/config.mk <==
export PLATFORM = sky130hd
export DESIGN_NAME = alu
export DESIGN_NICKNAME = alu
export VERILOG_FILES = /design/flow/design.v
export SDC_FILE = /design/flow/constraint.sdc
export NUM_CORES = 4
export LEC_CHECK = 1
export CORE_UTILIZATION = 50
==> flow/constraint.sdc <==
current_design alu

set clk_period 14.5
set clk_io_pct 0.2

create_clock -name clk0 -period $clk_period

set non_clock_inputs [all_inputs -no_clocks]
set_input_delay [expr $clk_period * $clk_io_pct] -clock clk0 $non_clock_inputs
set_output_delay [expr $clk_period * $clk_io_pct] -clock clk0 [all_outputs]
==> flow_summary.yaml <==
# flow metrics
sta:
  fin_ws_ps: 4130
  slew_violations: 0
  relSlewSlack_pct: 55.0
  worst_slew_pin_slew_ps: 669
  finalHoldViolations: 0
  rsz0062_at_grt: "false"
  max_freq_ghz: 0.0965
  setup_tns_ps: 0
  fin_crit_sh_pct: 71.5
  period_minus_slack_ps: 10370
  finalSetupViolCount: 0
final_layout:
  synthToLayoutAreaGrowth_pct: 19.2
  fillers: 955
  flops: 0
  postLayoutCellArea_um2: 6450
  final_layout_size_suffix_gt1_share_pct: 4.28
  register_area_um2: 0
  n_clock_buffer: 0
floorplan:
  ios: 100
  initCoreUtil_pct: 52.0
  fp.dieW_um: 106
  core_area_um2: 10400
  rows: 37
  die_area_um2: 11200
  fp.dieH_um: 106
setup_path:
  arrival_ps: 7470
  path_max_fanout: 5
  critPathKind: "in2out"
  cp-end-kind: "primary output"
  required_ps: 11600
  startpoint_type: "primary input"
logic_synthesis:
  avgSynthCellArea_um2: 6.55
  seq_area_frac_synth_pct: 0
  top_cells_by_count: "ha_1 (104), inv_1 (104), a21oi_1 (72)"
  netlist_instances: 826
  ys_chip_area_um2: 5410
  syn_area_um2: 5410
  topCellsByArea: "ha_1 (24%), inv_1 (7.2%), a21oi_1 (6.7%), nor2_1 (4.8%), nand2_1 (4.2%)"
  yosysTopAreaCell: "ha_1"
  yosys.area.top_type_share_pct: 24.0
  synth.distinct_cells: 79
  ys_cells: 826
  ys.warnings.count: 1
place:
  port_buffers: 100
  dp_slack_ps: 4190
  detailed_place_hpwl_um: 15300
  place_area_um2: 6450
  globalplace.congestion: 1.02
drt:
  via_count: 6377
  top_layer: "met4"
  route.met3.wl_um: 1540
  firstDrtPassIters: 5
  drc_errors: 0
  num_antenna_cells: 0
  wl_per_cell_um: 18.9
  drtIter0Drc: 507
  wl_met1_um: 7930
  ant_nets: 0
  via_per_inst: 6.23
  wirelength_um: 19400
  route.met2.wl_um: 9200
outcome:
  status: "complete, no violations"
clocking:
  ctsResizeCount: 0
  holdBufCountCts: 0
  postCtsSetupBuffers: 0
grt:
  grt_overflow: 0
  grt_pass1_vias: 5903
  grt_max_degree: 60
  grt_pass1_wl_um: 30600
  grt_usage_pct: 34.5
  antenna_found_initial: 0
worst_hold_path:
  holdPathEnd: "aluresult[0]"
  hp-start: "alucontrol[0]"
  whs_path_depth: 5
  min_path_type: "in2out"
power:
  p_leak_nw: 2.91
  total_power_mw: 0.253
  power_density_nw_per_um2: 39.2
  vdd_ir_drop_max_mv: 0.0243
run:
  cap_violations: 0
  tool_warnings: 105
## layer usage
layer	vias up	track usage, %
li1	3096	-
met1	2895	44.8
met2	332	59.3
met3	54	3.44
met4	0	12.3
met5	-	0
## area by class of cell
cell class,count,area [um^2],share of cell area (%)
inverter,107,402,6.23
timing repair buffer,110,1070,16.6
multi-input combinational,670,4810,74.5
tap,136,170,2.64
## power breakdown
group | leakage (nW) | switching, mW | internal (mW) | total (mW)
logic | 2.91 | 0.144 | 0.108 | 0.253
registers | 0 | 0 | 0 | 0
clock network | 0 | 0 | 0 | 0
## stage by stage
step / hold slack, ps / utilization (%) / std cells
finish: 6870 / 61.9 / 1023
global route: 6950 / 61.9 / 1023
CTS: 6890 / 61.9 / 1023
detailed placement: 6880 / 61.9 / 1023
global placement: 6890 / 61.9 / 1023
floorplan: 5990 / - / 826
## how the worst max path moves through the flow
stage | startpoint | to | slack, ps | depth (start not counted)
CTS | srcA[0] | zero | 4170 | 16
global route | srcB[0] | zero | 3900 | 16
finish | srcA[0] | zero | 4130 | 16
## placed cells by master, fill, tap and decap left out, types with 4 or more instances in the layout
master | Yosys | final
o21ai_0 | 41 | 41
clkdlybuf4s50_1 | 0 | 99
o21a_1 | 4 | 4
a21oi_1 | 72 | 72
nand2_1 | 61 | 61
o21ai_1 | 9 | 9
mux2i_1 | 11 | 11
nand4_1 | 9 | 9
nand3_1 | 14 | 14
nor4_1 | 5 | 5
a211oi_1 | 18 | 18
o31ai_1 | 9 | 9
buf_4 | 2 | 10
or2_2 | 4 | 4
o22ai_1 | 21 | 21
nor4_2 | 4 | 4
o211ai_1 | 16 | 16
o211a_1 | 4 | 4
o21bai_1 | 7 | 7
and3_1 | 8 | 8
a211oi_2 | 4 | 4
xnor2_1 | 10 | 10
nor2b_1 | 6 | 6
ha_1 | 104 | 104
o2111ai_1 | 5 | 5
a221oi_1 | 7 | 7
inv_1 | 104 | 104
a211o_1 | 4 | 4
a31oi_1 | 10 | 10
nand2b_1 | 13 | 13
nor2_1 | 69 | 69
nor3_1 | 26 | 26
a21o_1 | 11 | 11
or3_1 | 8 | 8
## worst max-delay path: stages
cell,delay (ps)
clkdlybuf4s50_1,480
inv_1,60
ha_1,220
fa_1,420
o21bai_1,350
a211oi_2,150
nor4b_4,440
o2111ai_1,290
and2_1,300
a221oi_1,300
o22ai_1,170
nand4b_1,260
nor4_2,280
nand4b_1,170
nor4_2,170
clkdlybuf4s50_1,490
## cells by family after synthesis
family / Yosys count / share of synthesized area [%]
AND/OR/NAND/NOR: 252 / 23.8
adder cells (fa/ha/maj): 106 / 24.8
buffers and inverters: 156 / 11.2
XOR/XNOR: 13 / 2.10
AND-OR/OR-AND: 285 / 35.5
multiplexers: 14 / 2.66
Power and IR drop assume default switching activity.
